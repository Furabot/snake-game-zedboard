==> design.v <==
`timescale 1ns / 1ps
module VGA_Generator(
    input VGA_clk,  
    output reg[9:0] hcount,
    output reg[9:0] vcount,
    output reg displayArea,
    output hsync,
    output vsync
    );
    reg hsync_reg,vsync_reg;
    integer HDisplay = 640;  
    integer HFP = 16;  
    integer HRT = 96;  
    integer HMAX = 800;  
    integer VDisplay = 480;  
    integer VFP = 10;  
    integer VRT = 2;  
    integer VMAX = 525;  
    always @(posedge VGA_clk)
    begin
        if(hcount==HMAX)
          hcount <= 0;
        else
          hcount <= hcount+1'b1;
    end
    always @(posedge VGA_clk)
    begin
    if(hcount==HMAX)
        begin
        if(vcount==VMAX)
          vcount <= 0;
        else
          vcount <= vcount+1'b1;
        end
    end
    always @(posedge VGA_clk)
    begin
        displayArea <= ((hcount<HDisplay) && (vcount<VDisplay));
    end
    always @(posedge VGA_clk)
    begin
        hsync_reg <= ((hcount>=(HDisplay+HFP)) && (hcount<(HDisplay+HFP+HRT)));
        vsync_reg <= ((vcount>=(VDisplay+VFP)) && (vcount<(VDisplay+VFP+VRT)));
    end
    assign hsync = ~hsync_reg;
    assign vsync = ~vsync_reg;
endmodule
==> run.sh <==
#!/bin/bash
# OpenROAD 26Q1-2900-gdf79404cd8, Yosys 0.63+post, stock flow scripts
make -C /OpenROAD-flow-scripts/flow DESIGN_CONFIG=/design/flow/config.mk WORK_HOME=/design/flow/orfs finish
==> config.mk <==
export PLATFORM = sky130hd
export DESIGN_NAME = VGA_Generator
export DESIGN_NICKNAME = VGA_Generator
export VERILOG_FILES = /design/flow/design.v
export SDC_FILE = /design/flow/constraint.sdc
export NUM_CORES = 4
export LEC_CHECK = 1
export CORE_AREA = 10 10 110 110
export DIE_AREA = 0 0 120 120
==> constraint.sdc <==
current_design VGA_Generator

set clk_period 2.9
set clk_io_pct 0.2

create_clock -name clk0 -period $clk_period [get_ports {VGA_clk}]

set non_clock_inputs [all_inputs -no_clocks]
set_input_delay [expr $clk_period * $clk_io_pct] -clock clk0 $non_clock_inputs
set_output_delay [expr $clk_period * $clk_io_pct] -clock clk0 [all_outputs]
==> results_dict.tcl <==
# place-and-route summary
set metrics [dict create \
    regToRegStartpoint "hcount[0]" \
    min_path_cells 1 \
    setup_viol 0 \
    peakVddDrop_v 0.000127 \
    io_pins 24 \
    max-cap-violations 0 \
    setup_ws_ps 911 \
    path_clk_slew_ps 80 \
    syn-cell-area_um2 1090 \
    ys_chip_area_um2 1090 \
    viasPerCell 3.22 \
    dieArea_um2 14400 \
    postCtsSetupBuffers 0 \
    finClkSkew_ps 2.40 \
    worst-setup-path-type "flip-flop to flip-flop" \
    slew_violations 0 \
    wl_per_cell_um 10.2 \
    drc_errors 0 \
    yosys.stat.seqShare_pct 51.4 \
    fillers 1106 \
    postPlaceCellArea_um2 1480 \
    hold_path.class "flip-flop to flip-flop" \
    cpPeakStageDelay_ps 850 \
    cts_tree "yes" \
    slew_headroom_pct 38.4 \
    cts_repair_resize_count 0 \
    gp_congestion 0.769 \
    postLayoutCellArea_um2 1520 \
    powerDensity_nw_per_um2 350 \
    worstSetupStartpointType "flip-flop" \
    yosysUniqueCellTypes 29 \
    die_h_um 120 \
    cp.buffers_inverters 1 \
    timing.rr.end "vcount[4]" \
    status "finished, final reports clean" \
    yosys.area.top_type "edfxtp_1" \
    min_from "hcount[0]" \
    ys_cells 105 \
    numPortBuffers 23 \
    crit_fanout 15 \
    grt_pass1_wl_um 4440 \
    drive_gt1_share_pct 4.62 \
    syn_inst 105 \
    r2r_setup_slack_ps 910 \
    design.core.area_um2 9770 \
    crit_slowest_cell "nor4b_4" \
    numSynthFlops 23 \
    dp_slack_ps 928 \
    period_minus_slack_ps 1990 \
    antennaDiodeCount 0 \
    fin_tns_setup_ps 0 \
    rsz0062_at_grt "no" \
    hold_viol 0 \
    crit_required_ps 2790 \
    warning_count 27 \
    drtPass1Iterations 4 \
    ctsHtreeMaxLevel 1 \
    lay_top_cells "23 x clkdlybuf4s50_1, 13 x nor2_1, 13 x dfxtp_1" \
    cts_made_buffers 3 \
    hold_buffers 0 \
    layout_top_cell "clkdlybuf4s50_1" \
    clock_path_buffers 2 \
    dieWidth_um 120 \
    post-dp-hpwl_um 2010 \
    std_cell_rows 36 \
    syn2layout_area_growth_pct 39.6 \
    area_leaders "edfxtp_1 28%, dfxtp_1 24%, xnor2_1 4.8%" \
    fmax_mhz 503 \
    grt_max_degree 16 \
    num_vias 848 \
    reg_top3 "hcount x10, vcount x10" \
    critPathTopFamily "simple AND/OR/NAND/NOR gates" \
    antenna_found_initial 0 \
    crit_chain "inv_1 -> ha_1 -> nand4bb_1 -> nor4b_4" \
    crit_arrival_ps 1880 \
    ant_nets 0 \
    grtUsageTotal_pct 3.69 \
    finalCritPeriodShare_pct 68.6 \
    drt_wl_total_um 2670 \
    root_buffer "clkbuf_8" \
    cts.sinks 23 \
    p_leak_uw 0.000522 \
    utilization_pct 15.6 \
    netlist.area_leader.share_pct 27.6 \
    core_util_floorplan_pct 11.1 \
    grt_pass1_vias 845 \
    worst_pin_slew_ps 921 \
    end_kind "flip-flop" \
    syn_avg_cell_area_um2 10.4 \
    holdWs_ps 506 \
    r2r.worst_path.cells 4 \
    holdPathEnd "hcount[0]" \
    yosysWarningCount 1 \
    initialDrtViolationCount 22 \
    gr-total-overflow 0 \
    clk_latency_ps 260 \
]
-- report_power, final --
group          internal, µW  switching [µW]  total, µW
logic                     0               0   0.000275
registers               335               0        335
clock network          95.8             102        198
-- how the worst max path moves through the flow --
stage	start	to	slack (ps)	cells past startpoint
after global routing	hcount[0]	vcount[1]	800	4
final	hcount[0]	vcount[4]	910	4
after CTS	hcount[3]	hcount[3]	900	1
-- through the flow --
step	power, µW	cells
2_1_floorplan	342	105
3_3_place_gp	342	259
3_5_place_dp	342	259
4_1_cts	536	263
5_1_grt	554	263
6_report	532	263
-- cells in the mapped netlist, drive strengths merged --
cell,instances
xnor2,6
inv,7
ha,4
nand2,5
clkbuf,1
nand4,6
a21oi,3
or3b,1
dfxtp,13
nand4bb,1
nor2,13
o21bai,1
nand3,7
and2,1
xor2,6
or3,2
nor3,3
or4,2
o31ai,2
edfxtp,10
o21ai,3
and4,1
a31oi,1
nor2b,1
buf,1
nor4b,3
and3,1
-- layer usage --
metal | global-route usage [%] | vias up | wire length [µm]
met5 | 0 | - | 0
met4 | 0.830 | 0 | 54
met3 | 0.619 | 2 | 82
met2 | 6.26 | 13 | 1310
met1 | 4.82 | 410 | 1230
li1 | - | 423 | -
-- layout make-up --
| cell class | instances | area, µm² | area share, % |
|---|---|---|---|
| multi-input combinational | 73 | 492 | 32.3 |
| timing repair buffer | 23 | 230 | 15.1 |
| clock buffer | 3 | 41.3 | 2.71 |
| clock inverter | 1 | 5.00 | 0.329 |
| inverter | 7 | 26.3 | 1.73 |
| tap | 133 | 166 | 10.9 |
| sequential | 23 | 561 | 36.8 |
-- cell families after synthesis --
| kind of cell | after synthesis | share of synthesized area (%) |
|---|---|---|
| fa+ha+maj | 4 | 4.59 |
| simple gates | 47 | 25.5 |
| buf+inv | 9 | 3.44 |
| compound gates | 10 | 5.40 |
| xor+xnor | 12 | 9.64 |
| flops | 23 | 51.4 |
No activity file was given, so power comes from the tool's default toggle rates.
