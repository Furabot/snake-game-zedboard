[config.mk]
export PLATFORM = sky130hd
export DESIGN_NAME = ButtonInput
export DESIGN_NICKNAME = ButtonInput
export VERILOG_FILES = /design/flow/design.v
export SDC_FILE = /design/flow/constraint.sdc
export NUM_CORES = 4
export LEC_CHECK = 1
export CORE_AREA = 10 10 70 70
export DIE_AREA = 0 0 80 80
[constraint.sdc]
current_design ButtonInput

set clk_period 1.6
set clk_io_pct 0.2

create_clock -name clk0 -period $clk_period [get_ports {clk}]

set non_clock_inputs [all_inputs -no_clocks]
set_input_delay [expr $clk_period * $clk_io_pct] -clock clk0 $non_clock_inputs
set_output_delay [expr $clk_period * $clk_io_pct] -clock clk0 [all_outputs]
[design.v]
`timescale 1ns / 1ps
module ButtonInput(
    input clk,
    input left,
    input right,
    input up,
    input down,
    output reg [3:0] direction
    );
    always@ (posedge clk)
    begin
        if (left==1) begin  
        direction <= 4'b0001;
        end
        else if (right == 1) begin  
        direction <= 4'b0010;
        end
        else if (up == 1) begin  
        direction <= 4'b0100;
        end
        else if (down == 1) begin  
        direction <= 4'b1000;
        end
        else begin  
        direction <= direction;
        end
 end 
endmodule
[run.sh]
#!/bin/bash
# OpenROAD 26Q1-2900-gdf79404cd8, Yosys 0.63+post, stock flow scripts
make -C /OpenROAD-flow-scripts/flow DESIGN_CONFIG=/design/flow/config.mk WORK_HOME=/design/flow/orfs finish
==> job_summary.md <==
## Synthesis and layout report

| Metric | Value |
|---|---|
| Width of the chip | `80 um` |
| Worst EP required | `between 1 and 1.5 ns` |
| Number of vias per cell | `between 2 and 2.5` |
| Final hold vios | `0` |
| Most frequent cell after synthesis | `dfxtp_1` |
| Worst setup SP type | `flip-flop` |
| Final tally of setup violations | `0` |
| Post-synth seq share | `around 58%` |
| Share of synthesized cell area in and-or and or-and compound cells | `between 10% and 20%` |
| Fill cell count | `slightly above 400` |
| Max Fclk | `~730 MHz` |
| Startpoint-to-endpoint class of the critical path | `reg -> out` |
| Starting DRT DRC Count | `2` |
| Cell area after technology mapping | `between 100 and 150 um^2` |
| Critical path fanouts, max | `2` |
| Post-detailed-routing wire length | `just over 500 um` |
| Clk Tree Root Cell | `clkbuf_4` |
| Clock buffer depth | `2` |
| Flip-flop count of the largest register after layout | `4` |
| Number of synthesized flops with an enable pin | `0` |
| Count of max-cap constraint violations | `0` |
| Slowest stage cell on the critical path | `clkdlybuf4s50_1` |
| TNS Setup | `0 ns` |
| Mapped Avg Cell Area | `roughly 9.8 um^2` |
| Cell family with the largest share of critical-path delay | `buffers and inverters` |
| Data arrival time of the critical path | `1.05 ns` |
| Non-filler instance count after layout | `around 72` |
| Number of cell instances after yosys synthesis | `14` |
| Layout cells sized above 1 | `between 10% and 20%` |
| Commonest cells in the synthesized netlist | `4 x dfxtp_1, 3 x nor2_1` |
| Area fraction of the dominant cell type after synthesis | `between 50% and 60%` |
| Largest family of logic cells by area | `simple AND/OR/NAND/NOR gates` |
| Synth Warn # | `1` |
| First-pass iteration count of the detailed router | `2` |
| Top flop regs | `direction (4)` |
| Hold slack | `0.495 ns` |
| I/O pin cnt | `9` |
| Clock latency on the worst-skew pair | `around 0.23 ns` |
| Transition time of the tightest slew-check pin | `between 0.15 and 0.2 ns` |
| Top cells by area | `dfxtp_1 58%, nor2_1 8.2%, a31o_2 6.4%` |
| OpenROAD warning count | `25` |
| Xor and xnor area share after synthesis | `0%` |
| Fa+ha+maj area frac | `0%` |
| Number of antenna violations at the first check in global routing | `1` |
| DRC violation count after routing | `0` |
| Clock transition at path regs | `~0.040 ns` |
| Total Die Area | `around 0.0064 mm^2` |
| Crit path capture type | `output port` |
| Power per unit of standard cell area | `between 800 and 900 mW/mm^2` |
| Yosys stat area | `roughly 140 um^2` |
| Clock tree from TritonCTS | `yes` |
| Simple-Gate Fraction of Synth Area | `between 20% and 30%` |
| Remaining global-route overflow | `0` |
| Result of the run | `finished, final reports clean` |
| Min Clock Period, post-route | `1.37 ns` |
| Maximum single-stage delay on the critical path | `0.50 ns` |
| Peak ir drop on the vdd network | `between 0.00015 and 0.0002 V` |
| Relative slew slack | `slightly below 90%` |
| Hold Buf Count CTS | `0` |
| Layout Skew | `0 ns` |
| CP Cell Sequence | `clkdlybuf4s50_1` |
| Number of synthesized register bits | `4` |
| Number of global-route vias before repair | `155` |
| Clock sink total | `4` |
| Final weighted congestion of routability-driven global placement | `0.737` |
| Relative area change from synthesis to final layout | `118%` |
| Mux cell area share | `0%` |
| RSZ-0062 raised after global routing | `false` |
| Total chip power | `~0.26 mW` |
| Sum of buffers and inverters on the critical path | `1` |
| Max Transition Viols Final | `0` |
| Buffers inserted by post-CTS timing repair | `0` |
| CORE AREA | `approximately 0.0034 mm^2` |
| Number of levels in the clock H-tree | `1` |
| First-pass GRT wire length | `around 800 um` |
| Vertical die dimension | `about 80 um` |
| Maximum number of pins on one net before global-route repair | `5` |
| Post-synthesis async set-or-reset flop share | `0%` |
| Most common reg cell | `dfxtp_1` |
| Placement Rows | `21` |
| Most flops, register | `direction` |
| Number of distinct library cell variants in the gate-level netlist after synthesis | `9` |
| Gr usage total | `under 10%` |
| Cell accounting for the most synthesized area | `dfxtp_1` |
| Post-Syn Instances | `14` |
| Cells after DPL | `slightly below 70` |
| Resized cells post-CTS | `0` |
| Fin crit share | `between 80% and 90%` |
| Antenna Violating Nets Remaining | `0` |
| Wirelength per Cell | `between 6 and 7 um` |
| Detailed-route via count | `~150` |
| Total CTS buffers | `3` |
| Min-delay worst type | `reg -> reg` |
| Leak pwr | `approximately 0.10 nW` |
| I/O Buffers | `8` |
| Core Util at FP | `a little over 4%` |
==> cells in the final DEF, fill, tap and decap left out <==
| cell type | count |
|---|---|
| inv_1 | 1 |
| a21oi_1 | 1 |
| or3b_1 | 1 |
| nor2b_1 | 1 |
| diode_2 | 1 |
| o21a_1 | 1 |
| nor4_1 | 1 |
| dfxtp_1 | 4 |
| clkbuf_4 | 3 |
| clkdlybuf4s50_1 | 8 |
| a31o_2 | 1 |
| nor2_1 | 3 |
==> metal layers <==
layer	part of all wire, %	vias to the layer above	routed length [um]	GRT usage, %
met2	30	11	149	2.09
met4	0	0	0	0.352
met1	36	63	182	1.40
met5	0	-	0	0
li1	-	75	-	-
met3	34	0	172	3.41
==> final timing paths <==
| path | startpoint | endpoint | slack [ns] | depth (start not counted) |
|---|---|---|---|---|
| hold / removal | direction[3] | direction[3] | 0.49 | 2 |
| hold reg to reg | direction[3] | direction[3] | 0.49 | 2 |
| setup / recovery | direction[0] | direction[0] | 0.23 | 1 |
| setup reg to reg | direction[1] | direction[1] | 0.71 | 2 |
==> where the power goes <==
group | switching, mW | total, mW | internal (mW)
Sequential | 0.00247 | 0.108 | 0.105
Combinational | 0.00962 | 0.0307 | 0.0211
Clock | 0.0384 | 0.122 | 0.0836
Total | 0.0505 | 0.261 | 0.210
==> logic make-up (layout without fill, tap and decap cells) <==
logic type             Yosys count  count (layout)
buffers and inverters            1              12
DFF                              4               4
and+or+nand+nor                  6               6
AOI/OAI and AO/OA                3               3
other                            0               1
==> final cells by class <==
class	count	area (um^2)	share of cell area, %
flip-flops and latches	4	80.1	26.7
well taps	46	57.6	19.2
multi-input cells	9	53.8	17.9
inverters	1	3.75	1.25
repair buffers	8	80.1	26.7
clock buffers	3	22.5	7.50
diodes	1	2.50	0.833
==> metrics by stage <==
step | instance area (um^2) | utilization [%] | worst slack, ns
global placement | 275 | 8.06 | 0.238
global route | 300 | 8.79 | 0.146
finish | 300 | 8.79 | 0.229
detailed placement | 275 | 8.06 | 0.232
CTS | 298 | 8.72 | 0.207
floorplan | 138 | - | 0.734
==> worst register-to-register path, stage by stage, from the launching register on <==
cell	delay, ns
dfxtp_1	0.32
or3b_1	0.35
a21oi_1	0.15
No activity file was given, so power comes from the tool's default toggle rates.
