`flow/design.v`:
```
`timescale 1ns / 1ps
module UpdateClock(  
    input clk,
    output reg update_clk
    );
    reg [21:0] check;
    always@(posedge clk)
    begin
        if(check < 4000000)
        begin
            check <= check + 1;
            update_clk <= 0;
        end
        else
        begin
            check <= 0;
            update_clk <= 1;
        end
end
endmodule
```
`flow/run.sh`:
```
#!/bin/bash
# OpenROAD 26Q1-2900-gdf79404cd8, Yosys 0.63+post, stock flow scripts
make -C /OpenROAD-flow-scripts/flow DESIGN_CONFIG=/design/flow/config.mk WORK_HOME=/design/flow/orfs finish
```
`flow/config.mk`:
```
export PLATFORM = sky130hd
export DESIGN_NAME = UpdateClock
export DESIGN_NICKNAME = UpdateClock
export VERILOG_FILES = /design/flow/design.v
export SDC_FILE = /design/flow/constraint.sdc
export NUM_CORES = 4
export LEC_CHECK = 1
export CORE_AREA = 10 10 101 101
export DIE_AREA = 0 0 111 111
```
`flow/constraint.sdc`:
```
current_design UpdateClock

set clk_period 3.5
set clk_io_pct 0.2

create_clock -name clk0 -period $clk_period [get_ports {clk}]

set non_clock_inputs [all_inputs -no_clocks]
set_input_delay [expr $clk_period * $clk_io_pct] -clock clk0 $non_clock_inputs
set_output_delay [expr $clk_period * $clk_io_pct] -clock clk0 [all_outputs]
```
==> run_results.csv <==
group,metric,value,unit
run_status,outcome,"finished clean",
routing,antenna_cells,0,
critical_path,cp-end-kind,"flop",
synthesis,postSynthSeqShare,45.6,%
routing,vias_per_cell,3.46,
routing,drtAntennaViolNets,0,
job,drv_cap,0,
synthesis,yosysTopAreaCellShare,45.6,%
routing,dr.pass1.iters,4,
critical_path,path_class,"flop to flop",
clock_tree,cts_resized,0,
global_routing,met1_usage,3.99,%
power,peakVddDrop,0.000130,V
power,power.density,357,nW/um^2
synthesis,edf_count,0,
clock_tree,cts_tree,"done",
global_routing,overflow,0,
placed_design,portBuffers,1,
global_routing,grt_pass1_wl,3.12,mm
sta,layout_min_cycle_time,2060,ps
final_layout,fin_util,14.6,%
global_routing,antenna_found_initial,0,
sta,post-route-period-util,58.7,%
clock_tree,clock-root-buffer,"clkbuf_8",
job,warning_count,25,
synthesis,synthArstFlopShare,0,%
synthesis,synthCells,117,
clock_tree,cts_htree_levels,1,
synthesis,yosys_area,1010,sq um
sta,relSlewSlack,73.6,%
sta,setup_violations,0,
synthesis,yosys-top-cells-area,"dfxtp_1 (46%), xnor2_1 (9.5%), nor2_1 (6.7%)",
synthesis,ff_type,"dfxtp_1",
synthesis,ys_warn_count,1,
floorplanning,core,8130,sq um
critical_path,r2r_slack,1440,ps
global_routing,grt_max_degree,19,
sta,slew_violations,0,
placed_design,hpwl,1.17,mm
synthesis,synth_area,1010,sq um
floorplanning,rows,33,
clock_tree,clk-insertion-delay-late,260,ps
sta,fin_skew,4.05,ps
sta,worstMarginPinSlew,397,ps
floorplanning,die_width,111,um
routing,drt-initial-drc-count,30,
synthesis,largest_area_cell,"dfxtp_1",
routing,drc,0,
final_layout,drive_gt1_share,5.00,%
power,p_leak,0.372,nW
routing,wl_per_cell,7.47,um
critical_path,cp_max_fo,6,
global_routing,grt_usage,2.80,%
global_routing,grt.met2_usage,4.17,%
critical_path,required,3700,ps
synthesis,common_cells,"dfxtp_1 (23), nor2_1 (18), xnor2_1 (11)",
critical_path,cpMaxStageDelayCell,"or3_1",
floorplanning,io_pins,2,
global_routing,busiest_layer,"met2",
clock_tree,numClockSinks,23,
critical_path,setup.worst_path.start_class,"flop",
clock_tree,hold_buffers,0,
routing,wl,1.68,mm
synthesis,synth_cell_types,24,
global_routing,grt_pass1_vias,717,
synthesis,syn_avg_cell_area,8.63,sq um
synthesis,ys.flops,23,
floorplanning,dieArea,12300,sq um
worst_hold_path,hp-class,"flop to flop",
sta,timing.final.hold_violations,0,
sta,max_freq,486,MHz
synthesis,ys_cells,117,
placed_design,gp_congestion,0.732,
floorplanning,die_h,111,um
routing,vias,779,
global_routing,grt_util_met3,0.985,%
clock_tree,clk_pin_slew,80,ps
clock_tree,cts_buffer_depth,2,
floorplanning,fp_util,12.4,%
clock_tree,cts_made_buffers,3,
final_layout,syn_to_final_growth,17.3,%
sta,setup_tns,0,ps
critical_path,cp_cell_sequence,"ha_1 > nand4_1 > or3_1 > or4_1 > a21oi_1",
critical_path,crit_arrival,2260,ps
sta,rsz0062_at_grt,"false",
clock_tree,post_cts_buffers,0,
critical_path,cpPeakStageDelay,510,ps
synthesis,yosys.cell_count.top_type,"dfxtp_1",
==> registers in the layout (all words and copies together) (netlist names) <==
name	count
check	22
update_clk	1
==> cells by family (layout without fill, tap and decap cells) <==
kind of cell / count (synthesis) / count (layout) / share of synthesized area, %
fa+ha+maj: 1 / 1 / 1.24
flops: 23 / 23 / 45.6
buf+inv: 9 / 12 / 4.09
compound gates: 18 / 18 / 10.0
mux: 1 / 1 / 0.991
simple gates: 53 / 53 / 27.6
xor+xnor: 12 / 12 / 10.4
==> through the flow <==
stage | power [mW] | hold slack, ps | setup WS (ps) | instance area, sq um | cells
floorplan | 0.268 | 440 | 1620 | 1010 | 117
global placement | 0.268 | 454 | 1510 | 1140 | 221
detailed placement | 0.268 | 461 | 1470 | 1140 | 221
CTS | 0.429 | 479 | 1440 | 1180 | 225
global route | 0.442 | 520 | 1290 | 1180 | 225
finish | 0.423 | 474 | 1440 | 1180 | 225
==> cell usage in the layout (no fill, tap or decap), types with 2 or more instances in the layout <==
cell type	synthesis	routed
a21oi_1	8	8
clkbuf_8	0	3
dfxtp_1	23	23
inv_1	6	6
nand2_1	6	6
nand3_1	7	7
nand4_1	4	4
nor2_1	18	18
nor3_1	2	2
nor4_1	3	3
o21ai_0	6	6
o31ai_1	3	3
or3_1	5	5
or4_1	4	4
xnor2_1	11	11
==> power breakdown <==
part / switching, mW / internal [mW] / leakage, nW
clock: 0.0806 / 0.0812 / 0.0228
combinational: 0 / 0 / 0.164
sequential: 0 / 0.261 / 0.185
==> worst max-delay path: cells and delay by family (launching register included) <==
kind	cells	cell delay (ps)
adders and majority gates	1	220
and+or+nand+nor	3	1250
AOI/OAI and AO/OA	1	140
DFF	1	390
==> layout make-up <==
class	count	area (sq um)
Fill cell	899	6950
Multi-Input combinational cell	85	508
Sequential cell	23	460
Tap cell	105	131
Clock buffer	4	45.0
Inverter	6	22.5
Timing Repair Buffer	2	17.5
==> worst paths after layout <==
kind	start	endpoint	depth (start not counted)
worst min-delay path	check[0]	check[0]	1
worst max-delay path	check[0]	check[20]	5
worst max register to register	check[0]	check[20]	5
worst min register to register	check[0]	check[0]	1
==> per-layer routing <==
metal  routed length [um]  up-vias
met2                  664        4
li1                     -      420
met4                    4        0
met1                  948      353
met3                   64        2
met5                    0        -
Power and IR drop assume default switching activity.
